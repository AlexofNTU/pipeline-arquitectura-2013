`design/flow/design.v`:
```
`timescale 1ns / 1ps
module alu_prueba(
				input [15:0] A,
				input [31:16] B, 
				output reg [15:0] ALUOut
    );
always @(A, B) 
		ALUOut <= A + B; 
endmodule
```
`design/flow/run.sh`:
```
#!/bin/bash
# OpenROAD 26Q1-2900-gdf79404cd8, Yosys 0.63+post, stock flow scripts
make -C /OpenROAD-flow-scripts/flow DESIGN_CONFIG=/design/flow/config.mk WORK_HOME=/design/flow/orfs finish
```
`design/flow/config.mk`:
```
export PLATFORM = sky130hd
export DESIGN_NAME = alu_prueba
export DESIGN_NICKNAME = alu_prueba
export VERILOG_FILES = /design/flow/design.v
export SDC_FILE = /design/flow/constraint.sdc
export NUM_CORES = 4
export LEC_CHECK = 1
export CORE_AREA = 10 10 70 70
export DIE_AREA = 0 0 80 80
```
`design/flow/constraint.sdc`:
```
current_design alu_prueba

set clk_period 9.9
set clk_io_pct 0.2

create_clock -name clk0 -period $clk_period

set non_clock_inputs [all_inputs -no_clocks]
set_input_delay [expr $clk_period * $clk_io_pct] -clock clk0 $non_clock_inputs
set_output_delay [expr $clk_period * $clk_io_pct] -clock clk0 [all_outputs]
```
==> impl_metrics.ini <==
; generated from flow reports
[run_status]
run_status = finished clean

[floorplan]
die.size.y_um = 80
core_um2 = 3420
design.die.area_um2 = 6400
pre_placement_core_utilization = 0.212
io_pins = 48
die_w_um = 80
rows = 21

[detailed_routing]
drt-vias-per-instance = 4.50
drt_wl_total_um = 2400
dr_total_vias = 864
iter_0_drt_violations = 38
num_antenna_cells = 0
routed_wire_length_per_instance_um = 12.5
final_antenna_net_count = 0
detail_route.drc_violations = 0
drt_first_pass_iters = 4

[run]
max-cap-violations = 0
openroad.warnings = 32

[global_route]
grt_pass1_wl_um = 3870
number_of_antenna_violations_at_the_first_check_in_global_routing = 0
first_global_vias = 867
all_layer_global_routing_usage = 0.0712
grt_overflow = 0
grt_max_degree = 7

[sta]
worstMarginPinSlew_ns = 0.461
layout_min_cycle_time_ns = 6.60
setup_tns_ns = 0
maximum_clock_frequency_ghz = 0.152
finalCritPeriodShare = 0.666
final-hold-violation-count = 0
count_of_endpoints_failing_setup_in_the_final_report = 0
rsz0062_at_grt = no
timing.final.max_slew_violations = 0
worst_slew_margin_rel = 0.689

[worst_setup_path]
cp_max_fo = 3
crit_required_ns = 7.92
setup.worst_path.class = primary input to output pin
crit_arrival_ns = 4.62
endpoint_kind = output pin
startpoint_type_of_the_worst_setup_path = primary input

[cells_and_area]
clkbuf_count = 0
logic_area_um2 = 713
syn_to_final_growth_pct = 74.3
area.sequential_um2 = 0
drive_gt1_frac = 0.0274
n_fill_cell = 367
seq_cell_count = 0

[pwr]
power_mw = 0.0847
ir_drop_mv = 0.0164
total_leakage_power_nw = 0.501
powerDensity_nw_per_um2 = 67.1

[placement]
dpl.hpwl_um = 2180
finalWeightedCongestion = 0.848
numPortBuffers = 48

[synthesis]
yosys.cell_types.count = 27
synthesis.area_um2 = 724
yosysCellCount = 98
syn_inst = 98
synth_chip_area_um2 = 724
netlist.top_cell.by_area = ha_1
synth.yosys.seq_area_share = 0
yosys.area.top_type_share = 0.259
area_contributors_post_synth = ha_1 26%, xnor2_1 12%, a21oi_1 12%
synth_area_per_cell_um2 = 7.39
synth.yosys.warnings = 1

[hold_path]
timing.hold.worst_endpoint = ALUOut[0]
min_path_cells = 3
timing.hold.worst.start = B[16]
min-delay-path-class = primary input to output pin

[clock_tree]
post_cts_resize_count = 0
post_cts_buffers = 0
post_cts_hold_buffer_count = 0
[worst max-delay path, stage by stage]
cell and delay, ns:
clkdlybuf4s50_1 0.40, ha_1 0.22, fa_1 0.40, a21o_2 0.25, a311oi_2 0.34, o21ai_0 0.21, a311oi_1 0.30, nor3_1 0.08
clkdlybuf4s50_1 0.44
[cells in the final DEF, fill, tap and decap left out, drive strengths merged, types with 4 or more instances in the layout]
master	netlist	layout
a21oi	17	17
clkdlybuf4s50	0	48
ha	15	15
nand2	9	9
nand3	4	4
o21ai	8	8
xnor2	10	10
xor2	5	5
[worst max-delay path by stage]
| stage | start | slack [ns] | cells after the start | end |
|---|---|---|---|---|
| final | A[0] | 3.30 | 9 | ALUOut[10] |
| after CTS | A[0] | 3.26 | 9 | ALUOut[14] |
| after global routing | A[0] | 3.08 | 9 | ALUOut[10] |
[cell type report]
cell class,count,share of cell area
Inverter,3,0.00892
Timing Repair Buffer,48,0.381
Tap cell,46,0.0456
Multi-Input combinational cell,95,0.565
[logic make-up after synthesis]
logic type                 after synthesis  synth area share
AOI/OAI and AO/OA                       40             0.352
muxes                                    1            0.0138
buffers and inverters                    3            0.0155
and+or+nand+nor                         23             0.150
adders and majority gates               16             0.287
xor gates and xnor gates                15             0.181
[stage by stage]
stage	hold slack, ns	cell area, µm²	setup slack, ns	util	cells
after floorplan	4.03	724	4.33	-	98
after global placement	5.00	1260	3.27	0.370	192
after detailed placement	5.00	1260	3.26	0.370	192
after CTS	5.00	1260	3.26	0.370	192
after global routing	5.04	1260	3.08	0.370	192
final	4.99	1260	3.30	0.370	192
[report_power, final]
part / switching (mW) / internal (mW) / leakage [nW]
sequential: 0 / 0 / 0
combinational: 0.0308 / 0.0538 / 0.501
clock: 0 / 0 / 0
total: 0.0308 / 0.0538 / 0.501
[per-layer routing]
metal,vias up,track usage,routed length [µm]
met5,-,0,0
met4,0,0,0
met3,0,0.0159,197
met2,24,0.118,1050
met1,373,0.0974,1150
li1,467,-,-
[synth_stat cells (all sizes together)]
| library cell | number |
|---|---|
| xnor2 | 10 |
| nor2b | 2 |
| o21bai | 2 |
| a21o | 3 |
| nor2 | 2 |
| o21ai | 8 |
| o211ai | 3 |
| nand2 | 9 |
| mux2i | 1 |
| and3 | 1 |
| or2 | 1 |
| ha | 15 |
| inv | 3 |
| a31oi | 1 |
| nand3 | 4 |
| a211o | 1 |
| nor3b | 1 |
| nor3 | 3 |
| a211oi | 1 |
| a21oi | 17 |
| a311oi | 2 |
| o41ai | 1 |
| xor2 | 5 |
| fa | 1 |
| o22ai | 1 |
Power and IR drop assume default switching activity.
